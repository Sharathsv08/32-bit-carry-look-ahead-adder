--- flow/config.mk ---
export PLATFORM = sky130hd
export DESIGN_NAME = pipelined_cla32btadder
export DESIGN_NICKNAME = pipelined_cla32btadder
export VERILOG_FILES = /design/flow/design.v
export SDC_FILE = /design/flow/constraint.sdc
export NUM_CORES = 4
export LEC_CHECK = 1
export CORE_UTILIZATION = 30
--- flow/design.v ---
`timescale 1ns / 1ps
module cla16btadder(a,b, cin, sum,cout);
input [15:0] a,b;
input cin;
output [15:0] sum;
output cout;
wire c1,c2,c3;
cla4btadder cla1 (.a(a[3:0]), .b(b[3:0]), .cin(cin), .sum(sum[3:0]), .cout(c1));
cla4btadder cla2 (.a(a[7:4]), .b(b[7:4]), .cin(c1), .sum(sum[7:4]), .cout(c2));
cla4btadder cla3(.a(a[11:8]), .b(b[11:8]), .cin(c2), .sum(sum[11:8]), .cout(c3));
cla4btadder cla4(.a(a[15:12]), .b(b[15:12]), .cin(c3), .sum(sum[15:12]), .cout(cout));
endmodule
`timescale 1ns / 1ps
module cla32btadder(a,b, cin, sum,cout);
input [31:0] a,b;
input cin;
output [31:0] sum;
output cout;
wire C1;
cla16btadder cla1 (.a(a[15:0]), .b(b[15:0]), .cin(cin), .sum(sum[15:0]), .cout(C1));
cla16btadder cla2 (.a(a[31:16]), .b(b[31:16]), .cin(C1), .sum(sum[31:16]), .cout(cout));
endmodule
`timescale 1ns / 1ps
module cla4btadder(a,b, cin, sum,cout);
input [3:0] a,b;
input cin;
output [3:0] sum;
output cout;
wire [3:0] p,g,c;
assign p=a^b;
assign g=a&b;
assign c[0]=cin;
assign c[1]= g[0]|(p[0]&c[0]);
assign c[2]= g[1] | (p[1]&g[0]) | p[1]&p[0]&c[0];
assign c[3]= g[2] | (p[2]&g[1]) | p[2]&p[1]&g[0] | p[2]&p[1]&p[0]&c[0];
assign cout= g[3] | (p[3]&g[2]) | p[3]&p[2]&g[1] | p[3]&p[2]&p[1]&g[0] | p[3]&p[2]&p[1]&p[0]&c[0];
assign sum=p^c;
endmodule
`timescale 1ns / 1ps
module pipelined_cla32btadder(input clk,
input rst,
input  [31:0]a,
input  [31:0]b,
input cin,
output  reg[31:0]sum,
output  reg cout
    );
    reg [31:0] a_r,b_r;
    reg c_in;
    wire [31:0] s_r;
    wire c_r;
    cla32btadder uut(.a(a_r), .b(b_r), .cin(c_in), .sum(s_r), .cout(c_r));
    always @ (posedge clk or posedge rst) begin
    if(rst)
    begin
    a_r<=32'b00000000000000000000000000000000;
    b_r<=32'b00000000000000000000000000000000;
    c_in<=1'b00000000000000000000000000000000;
    end
    else
    begin
    a_r<=a;
    b_r<=b;
    c_in<=cin;
    sum<=s_r;
    cout<=c_r;
    end
    end
endmodule
--- flow/constraint.sdc ---
current_design pipelined_cla32btadder

set clk_period 11.1
set clk_io_pct 0.2

create_clock -name clk0 -period $clk_period [get_ports {clk}]

set non_clock_inputs [all_inputs -no_clocks]
set_input_delay [expr $clk_period * $clk_io_pct] -clock clk0 $non_clock_inputs
set_output_delay [expr $clk_period * $clk_io_pct] -clock clk0 [all_outputs]
--- flow/run.sh ---
#!/bin/bash
# OpenROAD 26Q1-2900-gdf79404cd8, Yosys 0.63+post, stock flow scripts
make -C /OpenROAD-flow-scripts/flow DESIGN_CONFIG=/design/flow/config.mk WORK_HOME=/design/flow/orfs finish
==> results_dict.tcl <==
# place-and-route summary
set metrics [dict create \
    clk_pin_slew_ns 0.06 \
    synth_area_mm2 0.003976 \
    grt_pass1_vias 2308 \
    clock_skew_ns 0.006272 \
    topCellsByArea "dfrtp_1, edfxtp_1, ha_1" \
    wl_per_cell_um 12.06 \
    insertion_delay_ns 0.33 \
    period_used_pct 34.31 \
    dp_slack_ns 6.907 \
    worstSetupPathType "input pin to register" \
    cp-start-kind "input pin" \
    grtUsageTotal_pct 10.68 \
    design_power_total_mw 0.8713 \
    core_mm2 0.01277 \
    synth_top_cell_by_area "dfrtp_1" \
    maxCapViolCount 0 \
    rsz0062_at_grt "no" \
    areaGrowthSynthToFinish_pct 38.39 \
    dieHeight_um 117.1 \
    hold_path.class "register to register" \
    vias_per_cell 4.198 \
    path_max_fanout 55 \
    hold_buffers 0 \
    worst_pin_slew_ns 0.6825 \
    grt_antenna_before_repair 0 \
    critPathRequiredTime_ns 11.07 \
    tritoncts "built" \
    synth_area_per_cell_um2 15.06 \
    cts-root-buf "clkbuf_16" \
    die_area_mm2 0.01372 \
    ys_chip_area_mm2 0.003976 \
    grt_pass1_wl_um 10760 \
    cts_sinks 98 \
    firstDrtPassIters 4 \
    warnings 25 \
    max-vdd-ir-drop_uv 65.49 \
    final_cell_mix "clkdlybuf4s50_1, dfrtp_1, edfxtp_1" \
    ctsLongestPathBuffers 2 \
    hpwl_um 5012 \
    postCtsSetupBuffers 0 \
    portBuffers 99 \
    ys_warn_count 1 \
    ant_nets 0 \
    n_antenna_cell 0 \
    hold_viol_final 0 \
    setup_viol_count_final 0 \
    ys.flops 98 \
    final.min_clock_period_ns 3.808 \
    rows 41 \
    routabilityCongestion 0.7822 \
    vias 2313 \
    first_iter_violations 59 \
    top_area_share_pct 40.91 \
    cts_resized 0 \
    grt_max_degree 56 \
    wl_um 6643 \
    grt_overflow_total 0 \
    endpoint_kind "register" \
    die_w_um 117.1 \
    fin_ws_ns 7.292 \
    io_pins 100 \
    yosys_cells 264 \
    syn_inst 264 \
    cts_max_level 3 \
    fin_setup_tns_ns 0 \
    ys.flop_type "dfrtp_1" \
    fp-utilization_pct 31.13 \
    ys_seq_share_pct 65.83 \
    slew-limit-headroom_pct 54.50 \
    synth-edff-count 33 \
    final_layout_size_suffix_gt1_share_pct 4.749 \
    status "completed" \
    powerDensity_mw_per_mm2 158.3 \
    cts_buffers 9 \
    ys_types 36 \
    drc 0 \
    ys_async_sr_fraction_pct 66.33 \
    fmax_mhz 262.6 \
    p_leak_nw 2.301 \
    arrival_ns 3.77 \
    final_common_cell "clkdlybuf4s50_1" \
    slew_violations 0 \
]
-- state kept, by name, summed over array words and instances, names as in the netlist --
register and flops:
a_r 32, b_r 32, sum 32, c_in 1, cout 1
-- synthesized netlist by cell type, types with 2 or more instances --
| cell type | n |
|---|---|
| dfrtp_1 | 65 |
| edfxtp_1 | 33 |
| ha_1 | 32 |
| a21oi_1 | 17 |
| a21o_1 | 14 |
| xor2_1 | 12 |
| inv_1 | 11 |
| nand2_1 | 11 |
| nor2_1 | 10 |
| xnor2_1 | 10 |
| fa_1 | 8 |
| nand3_1 | 6 |
| o21ai_0 | 5 |
| nand4_1 | 4 |
| o21bai_1 | 3 |
| a31oi_1 | 2 |
| nor2b_1 | 2 |
-- metrics by stage --
stage	util, %	cells	area, µm²	hold slack [ns]
CTS	43.08	551	5503	0.6398
floorplan	-	264	3976	0.6076
global route	43.08	551	5503	0.6625
global placement	40.65	536	5192	0.6186
detailed placement	40.65	536	5192	0.6251
finish	43.08	551	5503	0.6394
-- cells by family after synthesis --
| group | after synthesis | share of synthesized area, % |
|---|---|---|
| flops | 98 | 65.83 |
| compound gates | 54 | 9.440 |
| fa+ha+maj | 40 | 14.10 |
| simple gates | 39 | 4.752 |
| xor+xnor | 22 | 4.846 |
| buf+inv | 11 | 1.038 |
-- path summary, 6_finish.rpt --
kind / startpoint / to / slack (ns) / cells after the start
worst min-delay path: b_r[24] / sum[24] / 0.64 / 1
worst max-delay path: rst / sum[21] / 7.29 / 3
max in group asynchronous: rst / b_r[21] / 7.72 / 3
worst max register to register: a_r[9] / sum[29] / 8.17 / 9
min in group asynchronous: rst / a_r[2] / 2.28 / 2
worst min register to register: b_r[24] / sum[24] / 0.64 / 1
-- cell type report --
cell class / instances / area (µm²)
clock buffers: 12 / 246.5
fillers: 1136 / 7271
flip-flops and latches: 98 / 2618
inverters: 11 / 43.79
multi-input cells: 155 / 1318
repair buffers: 100 / 998.5
clock inverters: 3 / 63.81
well taps: 172 / 215.2
-- worst max-delay path: stages --
cell,delay [ns]
clkdlybuf4s50_1,0.44
inv_4,0.39
buf_4,0.65
-- power breakdown --
| group | leakage (nW) | internal, mW | switching (mW) |
|---|---|---|---|
| logic | 1.07 | 0.0794 | 0.0518 |
| clock network | 0.150 | 0.202 | 0.119 |
| registers | 1.08 | 0.411 | 0.00939 |
| total | 2.30 | 0.691 | 0.180 |
-- routing by layer --
| layer | wire [µm] | vias up | part of all wire [%] | global-route usage, % |
|---|---|---|---|---|
| met4 | 96 | 0 | 1.4 | 1.941 |
| met1 | 3268 | 1079 | 49 | 16.79 |
| met2 | 2997 | 58 | 45 | 16.21 |
| met5 | 0 | - | 0 | 0 |
| met3 | 282 | 6 | 4.2 | 2.202 |
| li1 | - | 1170 | - | - |
Power figures rest on the tool's default switching activity, not on a simulated workload.
